===== flow/run.sh =====
#!/bin/bash
# OpenROAD 26Q1-2900-gdf79404cd8, Yosys 0.63+post, stock flow scripts
make -C /OpenROAD-flow-scripts/flow DESIGN_CONFIG=/design/flow/config.mk WORK_HOME=/design/flow/orfs finish

===== flow/config.mk =====
export PLATFORM = sky130hd
export DESIGN_NAME = Main_Controller
export DESIGN_NICKNAME = Main_Controller
export VERILOG_FILES = /design/flow/design.v
export SDC_FILE = /design/flow/constraint.sdc
export NUM_CORES = 4
export LEC_CHECK = 1
export CORE_AREA = 10 10 70 70
export DIE_AREA = 0 0 80 80

===== flow/constraint.sdc =====
current_design Main_Controller

set clk_period 1.7
set clk_io_pct 0.2

create_clock -name clk0 -period $clk_period [get_ports {clk}]

set non_clock_inputs [all_inputs -no_clocks]
set_input_delay [expr $clk_period * $clk_io_pct] -clock clk0 $non_clock_inputs
set_output_delay [expr $clk_period * $clk_io_pct] -clock clk0 [all_outputs]

===== flow/design.v =====
module Main_Controller (
  input logic clk,
  input logic rst_n,
  input logic [1:0] layer_type,
  input logic start,
  input logic vector_done,
  input logic winograd_done,
  input logic se_done,
  output logic vector_start,
  output logic winograd_start,
  output logic se_start,
  output logic done
);
  typedef enum logic [1:0] {
    IDLE,
    RUN,
    WAIT,
    COMPLETE
  } state_t;
  state_t current_state, next_state;
  always_ff @(posedge clk or negedge rst_n) begin
    if (!rst_n)
      current_state <= IDLE;
    else
      current_state <= next_state;
  end
  always_comb begin
    vector_start = 0;
    winograd_start = 0;
    se_start = 0;
    done = 0;
    next_state = current_state;
    case (current_state)
      IDLE: begin
        if (start)
          next_state = RUN;
      end
      RUN: begin
        case (layer_type)
          2'b00: vector_start = 1;
          2'b01: winograd_start = 1;
          2'b10: se_start = 1;
        endcase
        next_state = WAIT;
      end
      WAIT: begin
        case (layer_type)
          2'b00: if (vector_done) next_state = COMPLETE;
          2'b01: if (winograd_done) next_state = COMPLETE;
          2'b10: if (se_done) next_state = COMPLETE;
        endcase
      end
      COMPLETE: begin
        done = 1;
        next_state = IDLE;
      end
    endcase
  end
endmodule

==> run notes <==
The count of yosys warnings during synthesis came out at 1. In the final layout, the registers with the most flip-flops are current_state x4. The clock latency on the worst-skew pair was 0.24 ns; the quantity of I/O buffers inserted on ports was 11. The run gives 0 for the number of diodes. The cell sitting at the root of the clock tree is a sky130_fd_sc_hd__clkbuf_4. The script extracted a total leakage power of 0.211 nW. Initial cell density of the core: 0.0586. The design draws 0.355 mW.

In the detailed route, the total length drawn on met2 is 210 um. The startpoint identified for the worst register-to-register timing path is current_state[0]. Highest layer used for signal routing: met4. For the pin with the worst max-slew slack, the measured transition is 0.198 ns. The chip area line in the Yosys stat output reads 200 um^2. The run gives 0.305 ns for the tightest hold margin. The share of layout cells above drive strength 1 was 0.333.

The classification of the worst-slack hold path was in2async. The tool warning count for the run is 25. For this design the top-level I/O count stands at 12.

Per the power-grid run, VDD falls by no more than 0.000154 V. For the amount of wire on met3 after detailed routing, the log shows 135 um. Per the GRT congestion report, total overflow comes to 0. In this run the cell area of the synthesized design comes to 200 um^2. The number of buffers on the longest clock path came out at 2.

Counting flops per register, the top entry is current_state. Setup repair after global routing left no endpoint under its margin. STA puts the critical path data arrival time at 1.25 ns. Summing over every cut layer, the via total after detailed routing is 201.

Per the detailed-route log, wirelength across all metal layers totals 607 um. The weighted congestion at the end of routability-driven global placement is 0.787. Synthesis-to-finish area growth: 114%. The flow ran to the end, and the final reports show no timing, DRC or antenna violations. The number of DRC violations after detailed-routing iteration 0 was 2. The cell count after synthesis came out at 19.

The final setup violation count is 0. The critical path's slowest stage uses the library cell sky130_fd_sc_hd__dfstp_2. The critical path is of the reg2out type. After clock tree synthesis, the clock-pin slew on the worst setup and hold paths is 0.04 ns.

The peak clock frequency supported by timing was 628 MHz; the number of remaining DRC errors was 0. The final timing report lists a hold violation count of 0. Per the OpenROAD floorplan log, the area of the die is 6400 um^2. The ratio of total power to cell area is 830 nW/um^2, and the final critical path time including I/O delays and setup is 1.59 ns. STA classifies the critical path endpoint as a primary output. Per the timing report, the biggest fanout along the worst path comes to 3. The first global-routing pass estimated 993 um of wire. For the number of search-and-repair iterations in the first detailed-routing pass, the log shows 2. With the met1 layer wirelength in the final routing at 252 um, the average wire length per cell after detail routing is 7.14 um. Synthesis inferred 4 register bits. Cell count listed in synth_stat.txt: 19.

The core region is 3420 um^2. STA classifies the critical path startpoint as a flop. The final setup skew is 0.00278 ns.

The flip-flop count of the largest register, all copies and words added was 4. The run reported a max-capacitance violation count of 0. STA lists the endpoint of the worst register-to-register path as current_state[2].

The die is 80 um wide. The portion of the clock cycle consumed by the worst path in the final layout came out at 0.937. The maximum number of pins on one net before global-route repair was 5. The run gives 0.53 ns for the longest individual stage delay on the worst path. The sequential cell area fraction in the yosys report was 0.506; the number of nets still failing antenna checks after routing was 0. The logs give 4 for the sink count of the clock tree and 12 for the number of distinct library cells after synthesis. The post-detailed-route via-to-cell ratio is 2.36. The run gives 1 for the total number of H-tree levels. For the remaining max-slew budget at the tightest pin, the log shows 0.864. For reference, the critical path cell chain is nor2_2 -> and4bb_2 -> dlygate4sd2_1. The number of clock buffers added by TritonCTS is 3.

TritonCTS built the clock tree. The critical path endpoint has a required time of 1.36 ns. The overall track demand over capacity in global routing was 0.0204; the via count of the first global-routing pass was 216. The run gives 0 for the initial antenna violation count.

The run gives 478 um as the placed wire-length estimate after detailed placement. The mean post-synth cell area is 10.5 um^2, and the count of standard-cell rows is 21. With the final tally of max-slew violations at 0, the y dimension of the die is 80 um. The depth of the worst register-to-register path is 2, and the setup slack of the most critical reg-to-reg path is 0.90 ns.
==> layout make-up <==
cell class / instances / area [um^2]
multi-input combinational: 13 / 93.8
tap: 46 / 57.6
timing repair buffer: 16 / 141
inverter: 2 / 7.51
sequential: 4 / 101
clock buffer: 4 / 26.3
fill: 394 / 2990
==> synthesized netlist by cell type <==
cell type	n	area share
sky130_fd_sc_hd__nor2_1	4	0.075
sky130_fd_sc_hd__dfrtp_1	3	0.37
sky130_fd_sc_hd__a21o_1	2	0.075
sky130_fd_sc_hd__inv_1	2	0.038
sky130_fd_sc_hd__and2_1	1	0.031
sky130_fd_sc_hd__and2b_4	1	0.050
sky130_fd_sc_hd__and3_2	1	0.038
sky130_fd_sc_hd__and4bb_2	1	0.062
sky130_fd_sc_hd__dfstp_2	1	0.13
sky130_fd_sc_hd__mux2_1	1	0.056
sky130_fd_sc_hd__mux2i_1	1	0.050
sky130_fd_sc_hd__nand2_1	1	0.019
==> where the power goes <==
part / internal [mW] / total (mW) / switching [mW] / leakage, nW
logic: 0.0684 / 0.101 / 0.0328 / 0.144
clock network: 0.0884 / 0.131 / 0.0430 / 0.0150
registers: 0.114 / 0.123 / 0.00893 / 0.0517
total: 0.271 / 0.355 / 0.0847 / 0.211
==> metrics by stage <==
stage	worst slack, ns	cell area, um^2	util	TNS, ns	std cells
5_1_grt	0.0591	428	0.125	0	85
3_3_place_gp	-0.184	383	0.112	-0.506	78
3_5_place_dp	-0.201	383	0.112	-0.543	78
6_report	0.107	428	0.125	0	85
4_1_cts	0.0942	428	0.125	0	85
2_1_floorplan	0.615	200	-	0	19
==> layout by cell type (no fill, tap or decap) <==
| cell | count |
|---|---|
| sky130_fd_sc_hd__buf_4 | 5 |
| sky130_fd_sc_hd__dfrtp_1 | 3 |
| sky130_fd_sc_hd__and2_1 | 1 |
| sky130_fd_sc_hd__mux2i_1 | 1 |
| sky130_fd_sc_hd__clkbuf_4 | 3 |
| sky130_fd_sc_hd__inv_1 | 2 |
| sky130_fd_sc_hd__mux2_1 | 1 |
| sky130_fd_sc_hd__and3_2 | 1 |
| sky130_fd_sc_hd__clkdlybuf4s50_1 | 6 |
| sky130_fd_sc_hd__nor2_1 | 3 |
| sky130_fd_sc_hd__clkbuf_1 | 1 |
| sky130_fd_sc_hd__dfstp_2 | 1 |
| sky130_fd_sc_hd__dlygate4sd2_1 | 5 |
| sky130_fd_sc_hd__a21o_1 | 2 |
| sky130_fd_sc_hd__and4bb_2 | 1 |
| sky130_fd_sc_hd__nor2_2 | 1 |
| sky130_fd_sc_hd__nand2_1 | 1 |
| sky130_fd_sc_hd__and2b_4 | 1 |
==> logic make-up (layout without fill, tap and decap cells) <==
| group | after synthesis | in the layout | share of synthesized area |
|---|---|---|---|
| flops | 4 | 4 | 0.506 |
| buf+inv | 2 | 22 | 0.0375 |
| simple gates | 9 | 9 | 0.275 |
| compound gates | 2 | 2 | 0.0750 |
| mux | 2 | 2 | 0.106 |
==> worst max-delay path by stage <==
stage	startpoint	endpoint	slack (ns)	cells past startpoint
global route	current_state[0]	winograd_start	0.06	3
finish	current_state[0]	winograd_start	0.11	3
CTS	current_state[0]	winograd_start	0.09	3
==> per-layer routing <==
layer | vias up | GRT usage
met5 | - | 0
met4 | 0 | 0.00704
met3 | 2 | 0.0216
met2 | 13 | 0.0257
met1 | 85 | 0.0220
li1 | 101 | -
==> repair_timing <==
action,CTS,global route
hold buffers,0,0
resized,6,0
endpoints found under the setup margin,3,0
setup buffers,3,0
==> worst max-delay path, delay by kind of cell, from the launching register on <==
| kind | cells | cell delay, ns |
|---|---|---|
| and+or+nand+nor | 2 | 0.25 |
| DFF | 1 | 0.53 |
| buffers and inverters | 1 | 0.24 |
Power and IR drop assume default switching activity.
